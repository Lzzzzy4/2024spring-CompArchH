**run.sh**
```bash
#!/bin/bash
# OpenROAD 26Q1-2900-gdf79404cd8, Yosys 0.63+post, stock flow scripts
make -C /OpenROAD-flow-scripts/flow DESIGN_CONFIG=/design/flow/config.mk WORK_HOME=/design/flow/orfs finish
```
**config.mk**
```make
export PLATFORM = sky130hd
export DESIGN_NAME = CSR_Regfile
export DESIGN_NICKNAME = CSR_Regfile
export VERILOG_FILES = /design/flow/design.v
export SDC_FILE = /design/flow/constraint.sdc
export NUM_CORES = 4
export LEC_CHECK = 1
export CORE_UTILIZATION = 50
```
**constraint.sdc**
```tcl
current_design CSR_Regfile

set clk_period 57.3
set clk_io_pct 0.2

create_clock -name clk0 -period $clk_period [get_ports {clk}]

set non_clock_inputs [all_inputs -no_clocks]
set_input_delay [expr $clk_period * $clk_io_pct] -clock clk0 $non_clock_inputs
set_output_delay [expr $clk_period * $clk_io_pct] -clock clk0 [all_outputs]
```
**design.v**
```verilog
`timescale 1ns / 1ps
module CSR_Regfile(
    input wire clk,
    input wire rst,
    input wire CSR_write_en,
    input wire [11:0] CSR_write_addr,
    input wire [11:0] CSR_read_addr,
    input wire [31:0] CSR_data_write,
    output wire [31:0] CSR_data_read
    );
    reg [31:0] csr [127:0];
    integer i;
    initial
    begin
        for(i = 0; i < 4096; i = i + 1) 
            csr[i][31:0] <= 32'b0;
    end
    always@(posedge clk or posedge rst) 
    begin 
        if (rst)
            for (i = 0; i < 4096; i = i + 1) 
                csr[i][31:0] <= 32'b0;
        else if(CSR_write_en)
            csr[CSR_write_addr] <= CSR_data_write;   
    end
    assign CSR_data_read = csr[CSR_read_addr];
endmodule
```
==> ci_impl_report.md <==
## Implementation flow summary

| Metric | Value |
|---|---|
| RSZ-0062 raised after global routing | no |
| Max FFs per register | 4096 |
| # hold bufs at CTS | 0 |
| CP Max Fanout | 20 |
| Root Buffer | clkbuf_16 |
| Netlist area before placement | 179000 um^2 |
| Worst-skew pair later-pin latency | 1020 ps |
| Setup TNS | 0 ps |
| Num rows | 219 |
| Final Total Pwr | 6.81 mW |
| Post-synth seq share | 0.572 |
| Crit path kind | in -> out |
| IO Port Bufs | 80 |
| Final Core Density | 0.579 |
| I/O pins | 91 |
| Share of cells above drive strength 1 | 0.450 |
| Die Ht | 601 um |
| Minimum clock period | 29750 ps |
| Drt total wl | 1100000 um |
| Routed via count | 148000 |
| Distinct lib cells | 70 |
| #FFs+latches synth | 4096 |
| Worst hold slack | 498 ps |
| Headroom to the max-slew limit | 0.0347 |
| Largest regs | csr: 4096 flops |
| Leakage | 96.9 nW |
| Ys cells | 13200 |
| Power per Cell Area | 33.0 nW/um^2 |
| Number of fill cells | 27200 |
| Gr usage total | 0.642 |
| CP Launch Type | input pin |
| Num CTS Buffers | 444 |
| Flop area | 102000 um^2 |
| Worst-Margin Slew | 1430 ps |
| Cells along the critical path | buf_4 -> buf_4 -> buf_4 -> or4bb_2 -> buf_4 -> nor2_2 -> buf_4 -> a22oi_1 -> nand4_1 -> nor3_1 -> buf_4 -> and4_1 -> a41oi_1 -> clkdlybuf4s50_1 |
| Residual DRC | 0 |
| Clock Skews | 0 ps |
| Largest stage delay on the critical path | 910 ps |
| Postcts setup bufs | 0 |
| Main flop type | dfrtp_1 |
| Initial antenna violation count | 214 |
| Max-cap viol count | 0 |
| TritonCTS clock tree | built |
| Clock transition at path regs | 60 ps |
| Die W | 601 um |
| GRT overflow | 0 |
| Final antenna-violating net count | 0 |
| DP Wirelength | 696000 um |
| DRT iter0 DRCs | 16500 |
| Pre-CTS setup slack | 28080 ps |
| Most frequent cells in the layout | mux2_2 (4151), dfrtp_1 (4096), a22oi_1 (1292), buf_4 (937), clkbuf_16 (451) |
| Slew Viols, Final | 0 |
| Highest-count logic cell in the final layout | mux2_2 |
| CP max stage cell | or4bb_2 |
| Wire per inst | 57.9 um |
| Chip area | 361000 um^2 |
| Critical path arrival | 18290 ps |
| Post-synth EDFFs | 0 |
| Finish-stage setup viols | 0 |
| Post-Syn Instances | 13200 |
| # clock sinks | 4096 |
| Vias in the first global route | 138000 |
| Detailed-route vias per instance | 7.84 |
| Largest net degree at the start of global routing | 132 |
| Top reg by flops | csr |
| Nature of the critical path endpoint | primary output |
| Yosys synthesis chip area | 179000 um^2 |
| Min setup slack post-route | 27550 ps |
| Layout overhead on the synthesized area | 15.0% |
| Initial Util | 0.503 |
| Pre-antenna DRT Iters | 19 |
| RePlAce Congestion | 1.10 |
| Fin. Hold Viols | 0 |
| Clock buffer depth | 4 |
| Global-route wire length before repair | 1410000 um |
| Log Warnings | 89 |
| Most frequent CP cell | buf_4 |
| CTS H-tree depth | 5 |
| Resized Gates After CTS | 0 |
| Fmax achieved | 33.6 MHz |
| HP Class | reg -> reg |
| Ys Warns | 2 |
| Max VDD drop | 0.0288 mV |
| Cycle use final | 0.519 |
| Syn avg cell area | 13.6 um^2 |
| Core area | 356000 um^2 |
| CP required | 45840 ps |
| Logic cell area | 73500 um^2 |
| Async S/R FF share, synth | 1.00 |
| Status | finished clean |
## layout make-up
| cell class | instances | share of cell area |
|---|---|---|
| inverter | 5 | 0.000109 |
| sequential | 4096 | 0.497 |
| clock inverter | 151 | 0.00833 |
| timing repair buffer | 996 | 0.0377 |
| multi-input combinational | 7767 | 0.357 |
| tap | 4751 | 0.0288 |
| clock buffer | 671 | 0.0648 |
| antenna | 487 | 0.00591 |
## worst max-delay path: cells and delay by family
kind                   cells  cell delay [ps]
AOI/OAI and AO/OA          2              720
and+or+nand+nor            5             2220
buffers and inverters      7             3720
## where the power goes
part           leakage (nW)  internal [mW]  total [mW]  switching [mW]
registers              55.8           3.12        3.24           0.118
logic                  33.6          0.222       0.569           0.347
clock network          7.48           1.73        2.99            1.26
## worst paths after layout
check	from	endpoint	slack (ps)	cells after the start
max	CSR_read_addr[0]	CSR_data_read[8]	27550	14
min	csr[102][10]	csr[102][10]	500	1
max reg2reg	csr[64][5]	csr[64][5]	56490	1
min reg2reg	csr[102][10]	csr[102][10]	500	1
max in group asynchronous	rst	csr[109][18]	41480	8
min in group asynchronous	rst	csr[125][23]	10930	2
## kinds of logic after synthesis
kind of cell	synth area share
multiplexers	0.266
buffers and inverters	0.0295
flip-flops	0.572
AND-OR/OR-AND	0.0994
AND/OR/NAND/NOR	0.0334
## layer usage
layer  global-route usage  vias up  wire, um
met3                0.560     5490    212000
li1                     -    50600         -
met5                0.215        -      7730
met4                0.550      206    119000
met1                0.687    76600    345000
met2                0.748    15400    411000
## per-stage QoR
step | std cells | area, um^2
6_report | 18900 | 206000
5_1_grt | 18600 | 205000
4_1_cts | 18400 | 205000
3_5_place_dp | 17600 | 190000
3_3_place_gp | 17600 | 190000
2_1_floorplan | 13200 | 179000
## cell usage after synthesis (126+ instances only)
cell | number | area (um^2)
a21oi_1 | 142 | 711
a222oi_1 | 126 | 1260
a22o_1 | 201 | 1760
a22oi_1 | 1292 | 9700
buf_1 | 223 | 837
buf_2 | 133 | 666
clkbuf_1 | 1001 | 3760
dfrtp_1 | 4096 | 102000
mux2_2 | 4151 | 46700
nand2_1 | 240 | 901
nand4_1 | 142 | 888
nor2_1 | 318 | 1190
o22ai_1 | 179 | 1120
Power figures rest on the tool's default switching activity, not on a simulated workload.

==> flow/design.v <==
module BTB #(    
    parameter  BUF_LEN =  100
)(
    input clk, rst,
    input [31:0] pc,
    output reg [31:0] pc_predict,
    output reg valid_predict,
    input [31:0] pc_ex,
    input is_branch,
    input branch,
    input [31:0] branch_pc
);
reg [31:0]pc_tbl[BUF_LEN];
reg [31:0]branch_target[BUF_LEN];
reg [BUF_LEN - 1:0]state;
reg [BUF_LEN - 1:0]valid;
reg [31:0] pointer;
reg [BUF_LEN - 1:0]hit;
reg [BUF_LEN - 1:0]hit_exe;
always @(*) begin
    for (integer i = 0; i < BUF_LEN; i++) begin
        hit[i] = valid[i] && pc_tbl[i] == pc;
        hit_exe[i] = valid[i] && pc_tbl[i] == pc_ex;
    end
end
always @(*) begin
    pc_predict = 0;
    valid_predict = 0;
    for (integer i = 0; i < BUF_LEN; i++) begin
        if (hit[i] && state[i]) begin
            pc_predict = branch_target[i];
            valid_predict = 1;
        end
    end
end
always @ (posedge clk or posedge rst) begin
    if (rst) begin
        for(integer i = 0; i < BUF_LEN; i++) begin
            pc_tbl[i] <= 0;
            branch_target[i] <= 0;
            state[i] <= 0;
            valid[i] <= 0;
        end
        pointer <= 0;
    end
    else if (is_branch) begin
        for (integer i = 0; i < BUF_LEN; i++) begin
            if (hit_exe[i]) begin
                branch_target[i] <= branch_pc;
                state[i] <= branch;
            end
        end
        if (~|hit_exe) begin
            pc_tbl[pointer] <= pc_ex;
            branch_target[pointer] <= branch_pc;
            state[pointer] <= branch;
            valid[pointer] <= 1;
            pointer <= pointer == BUF_LEN - 1 ? 0 : pointer + 1;
        end
    end
end
endmodule
==> flow/run.sh <==
#!/bin/bash
# OpenROAD 26Q1-2900-gdf79404cd8, Yosys 0.63+post, stock flow scripts
make -C /OpenROAD-flow-scripts/flow DESIGN_CONFIG=/design/flow/config.mk WORK_HOME=/design/flow/orfs finish
==> flow/config.mk <==
export PLATFORM = sky130hd
export DESIGN_NAME = BTB
export DESIGN_NICKNAME = BTB
export VERILOG_FILES = /design/flow/design.v
export SDC_FILE = /design/flow/constraint.sdc
export NUM_CORES = 4
export LEC_CHECK = 1
export CORE_UTILIZATION = 30
==> flow/constraint.sdc <==
current_design BTB

set clk_period 34.5
set clk_io_pct 0.2

create_clock -name clk0 -period $clk_period [get_ports {clk}]

set non_clock_inputs [all_inputs -no_clocks]
set_input_delay [expr $clk_period * $clk_io_pct] -clock clk0 $non_clock_inputs
set_output_delay [expr $clk_period * $clk_io_pct] -clock clk0 [all_outputs]
==> PnR_summary.wiki <==
== Implementation results ==
{| class="wikitable"
! Metric !! Value
|-
| Result of the run || finished, final reports clean
|-
| Number of hold-repair buffers added at the cts stage || 0
|-
| Depth of the CTS H-tree || 6
|-
| Number of sinks handled by clock tree synthesis || 6,632
|-
| Hold Startpoint || valid[79]
|-
| Area delta synth->final || 13.11%
|-
| Chip Height || approximately 1100 um
|-
| First-pass detailed-route iteration total || 6
|-
| Start of the worst register-to-register path || pointer[0]
|-
| CTS buffer count || 748
|-
| Transition time at the pin with the least slew margin || approximately 1.4 ns
|-
| Req. time, crit path || approximately 28 ns
|-
| Post-Synthesis Cells || around 31,000
|-
| Area share, top type || 0.4598
|-
| Most frequent cells after synthesis || sky130_fd_sc_hd__dfrtp_1, sky130_fd_sc_hd__mux2_2, sky130_fd_sc_hd__xnor2_1
|-
| Largest cells by area after synthesis || sky130_fd_sc_hd__dfrtp_1, sky130_fd_sc_hd__mux2_2, sky130_fd_sc_hd__xnor2_1, sky130_fd_sc_hd__xor2_1, sky130_fd_sc_hd__nor4_1
|-
| DR vias/cell || approximately 5.6
|-
| Global placement routability congestion || slightly above 1
|-
| Quantity of gates resized following cts || 0
|-
| Count of endpoints failing setup in the final report || 0
|-
| RSZ-0062 raised after global routing || no
|-
| Layout Utilization || 0.3406
|-
| Worst-skew pair later-pin latency || ~1.2 ns
|-
| Worst Hold Depth || 1
|-
| Min-Delay Endpoint || valid[79]
|-
| Starting utilization of the core area || 0.3011
|-
| Final worst clock skew || approximately 0.11 ns
|-
| Drt initial violations || between 20,000 and 25,000
|-
| Critical path type || in2out
|-
| Tool warning count || ~56
|-
| # rows || approximately 400
|-
| Number of buffers added on ports || between 100 and 150
|-
| Global-route wire length before repair || ~2,200,000 um
|-
| CTS tree || built
|-
| Startpoint of the most critical setup path || pc[20]
|-
| Period minus WS final || 22.94 ns
|-
| Final-layout setup total negative slack || 0 ns
|-
| Largest fanout on the critical path || 29
|-
| Crit Reg-Reg Endpoint || state[38]
|-
| Max_cap viols || 0
|-
| Worst rel slew slack || 0.03366
|-
| Crit share post-route || 0.6649
|-
| Ratio of cells with drive above 1 in the final layout || 0.2867
|-
| Number of cells on the worst reg-to-reg path || 15
|-
| Final Hold Violation Tally || 0
|-
| Arrival time of the worst setup path || approximately 16 ns
|-
| Post-DP Area || 383,000 um^2
|-
| Post-DP HPWL || between 1,000,000 and 1,500,000 um
|-
| Number of vias after detailed routing || ~270k
|-
| Sequential cell area fraction in the yosys report || 0.4598
|-
| Total grt overflow || 0
|-
| Remaining DRCs || 0
|-
| Count of unique library cells instantiated by Yosys || 103
|-
| Total die size || 1,207,000 um^2
|-
| Clock slew at reported path FFs || about 0.050 ns
|-
| All-Layer GR Usage || 0.2605
|-
| Post-synthesis chip area from yosys || about 360,000 um^2
|-
| Share of async-settable or async-resettable flops after synthesis || 1.000
|-
| Synth top cell by count || sky130_fd_sc_hd__dfrtp_1
|-
| Max-slew violation count || 0
|-
| LEAKAGE || 181.2 nW
|-
| Synth Cell Area || 360,900 um^2
|-
| Antenna Nets Post-Route || 0
|-
| Post-detailed-routing wire length || between 1,500,000 and 2,000,000 um
|-
| Commonest register cell after synthesis || sky130_fd_sc_hd__dfrtp_1
|-
| Hold/Removal Path Class || reg2reg
|-
| Power density relative to cell area || 64.29 nW/um^2
|-
| Post-layout instance area || roughly 400,000 um^2
|-
| Post-detailed-route wirelength per cell || roughly 33 um
|-
| VDD IR max || between 0.06 and 0.07 mV
|-
| Flip-flops with a built-in enable || 0
|-
| Post-CTS setup buffer count || 0
|-
| Area of the core || ~1,200,000 um^2
|-
| R2R setup slack || 27.27 ns
|-
| Setup crit start kind || input port
|-
| Ys cells || 31,420
|-
| Endpoint class of the critical path || primary output
|-
| Clock root buffer || sky130_fd_sc_hd__clkbuf_16
|-
| Clock Path Buffers || 4
|-
| Max Fclk || between 40 and 50 MHz
|-
| Pin count of the biggest net entering global routing || approximately 120
|-
| Cell type with the highest aggregate area in the netlist || sky130_fd_sc_hd__dfrtp_1
|-
| Number of global-route vias before repair || roughly 270k
|-
| Synth Register Bits || approximately 6,600
|-
| Yosys synthesis warning count || 3
|-
| Die x size || about 1100 um
|-
| Number of top-level pins || roughly 130
|-
| Post-Synthesis Mean Instance Area || between 10 and 15 um^2
|-
| Number of antenna violations at the first check in global routing || about 140
|}
## worst max-delay path by stage
stage | to | slack (ns) | cells after the start
6_report | pc_predict[1] | 11.56 | 22
5_1_grt | pc_predict[1] | 11.36 | 22
4_1_cts | pc_predict[1] | 11.75 | 22
## worst max-delay path: stages
cell,delay (ns)
sky130_fd_sc_hd__buf_8,0.26
sky130_fd_sc_hd__buf_4,0.51
sky130_fd_sc_hd__buf_4,0.45
sky130_fd_sc_hd__buf_4,0.40
sky130_fd_sc_hd__buf_4,0.50
sky130_fd_sc_hd__xor2_1,0.13
sky130_fd_sc_hd__nor4_1,0.27
sky130_fd_sc_hd__nand4_1,0.21
sky130_fd_sc_hd__nor4_4,1.07
sky130_fd_sc_hd__buf_4,0.34
sky130_fd_sc_hd__nand2b_1,0.19
sky130_fd_sc_hd__buf_4,0.44
sky130_fd_sc_hd__o2111ai_1,0.17
sky130_fd_sc_hd__o211ai_1,0.61
sky130_fd_sc_hd__a31oi_1,0.25
sky130_fd_sc_hd__o211ai_1,0.69
sky130_fd_sc_hd__a2111oi_1,0.32
sky130_fd_sc_hd__buf_4,0.24
sky130_fd_sc_hd__o311ai_0,1.08
sky130_fd_sc_hd__buf_4,0.26
sky130_fd_sc_hd__a41oi_1,0.16
sky130_fd_sc_hd__clkdlybuf4s50_1,0.46
## registers in the layout (all words and copies together), names as in the netlist
register	flops
valid	100
state	100
pointer	32
branch_target	3200
pc_tbl	3200
## stage by stage
stage	hold slack [ns]	total power, mW	std cells	worst slack, ns
2_1_floorplan	0.4407	16.46	31420	-64.96
3_3_place_gp	0.4539	17.86	46230	11.67
3_5_place_dp	0.4649	17.99	46230	11.78
4_1_cts	0.4776	26.20	47580	11.75
5_1_grt	0.4891	27.33	47590	11.36
6_report	0.4766	26.24	47680	11.56
## area by class of cell
cell class | count | area, um^2
Inverter | 472 | 1783
Tap cell | 15960 | 19970
Multi-Input combinational cell | 21510 | 181900
Timing Repair Buffer | 1663 | 13400
Clock buffer | 1134 | 22050
Antenna cell | 98 | 245.2
Sequential cell | 6632 | 166000
Clock inverter | 213 | 2932
Fill cell | 115800 | 790400
## cells by family after synthesis
family | after synthesis | share of synthesized area
AOI/OAI and AO/OA | 3608 | 0.06770
xor gates and xnor gates | 6405 | 0.1554
adders and majority gates | 4 | 0.0001387
buffers and inverters | 3277 | 0.04241
DFF | 6632 | 0.4598
muxes | 6330 | 0.1973
and+or+nand+nor | 5159 | 0.07716
## metal layers
layer  wire [um]  up-vias  track usage
li1            -   110300            -
met1      567700   138500       0.3217
met2      646000    14160       0.3633
met4      131200       96       0.1701
met5        1307        -     0.002735
met3      204800     4426       0.1279
## cell usage in the layout (no fill, tap or decap), types with 56 or more instances in the layout
master,count
sky130_fd_sc_hd__nor2_1,497
sky130_fd_sc_hd__a221oi_1,170
sky130_fd_sc_hd__a221o_1,96
sky130_fd_sc_hd__buf_8,65
sky130_fd_sc_hd__or4_1,86
sky130_fd_sc_hd__nand2_1,1101
sky130_fd_sc_hd__dfrtp_1,6632
sky130_fd_sc_hd__o22ai_1,59
sky130_fd_sc_hd__buf_4,1530
sky130_fd_sc_hd__xnor2_1,3523
sky130_fd_sc_hd__o221a_2,82
sky130_fd_sc_hd__inv_1,463
sky130_fd_sc_hd__a2111oi_0,56
sky130_fd_sc_hd__a21oi_1,959
sky130_fd_sc_hd__a21o_1,199
sky130_fd_sc_hd__mux2_2,5743
sky130_fd_sc_hd__clkbuf_8,178
sky130_fd_sc_hd__diode_2,98
sky130_fd_sc_hd__clkbuf_1,203
sky130_fd_sc_hd__nand2b_1,151
sky130_fd_sc_hd__o21ai_0,701
sky130_fd_sc_hd__o211ai_1,200
sky130_fd_sc_hd__mux2_1,537
sky130_fd_sc_hd__nand3_1,397
sky130_fd_sc_hd__nor4_1,997
sky130_fd_sc_hd__a31oi_1,135
sky130_fd_sc_hd__a22oi_1,63
sky130_fd_sc_hd__clkbuf_16,753
sky130_fd_sc_hd__clkinv_2,103
sky130_fd_sc_hd__and2_1,62
sky130_fd_sc_hd__o2111ai_1,166
sky130_fd_sc_hd__nand4_1,974
sky130_fd_sc_hd__o21a_1,64
sky130_fd_sc_hd__and3_1,124
sky130_fd_sc_hd__xor2_1,2882
sky130_fd_sc_hd__nor3_1,241
sky130_fd_sc_hd__nor2_4,126
sky130_fd_sc_hd__o21bai_1,176
## where the power goes
group / leakage (nW) / internal (mW) / switching (mW) / total, mW
registers: 89.4 / 10.0 / 1.89 / 11.9
logic: 79.6 / 3.20 / 2.94 / 6.13
clock network: 12.2 / 4.68 / 3.54 / 8.22
Power figures rest on the tool's default switching activity, not on a simulated workload.
